==> ./run.sh <==
#!/bin/bash
# OpenROAD 26Q1-2900-gdf79404cd8, Yosys 0.63+post, stock flow scripts
make -C /OpenROAD-flow-scripts/flow DESIGN_CONFIG=/design/flow/config.mk WORK_HOME=/design/flow/orfs finish
==> ./config.mk <==
export PLATFORM = sky130hd
export DESIGN_NAME = fetch
export DESIGN_NICKNAME = fetch
export VERILOG_FILES = /design/flow/design.v
export SDC_FILE = /design/flow/constraint.sdc
export NUM_CORES = 4
export LEC_CHECK = 1
export CORE_UTILIZATION = 30
export SYNTH_HDL_FRONTEND = slang
export SYNTH_MEMORY_MAX_BITS = 65536
==> ./constraint.sdc <==
current_design fetch

set clk_period 8.3
set clk_io_pct 0.2

create_clock -name clk0 -period $clk_period [get_ports {clk}]

set non_clock_inputs [all_inputs -no_clocks]
set_input_delay [expr $clk_period * $clk_io_pct] -clock clk0 $non_clock_inputs
set_output_delay [expr $clk_period * $clk_io_pct] -clock clk0 [all_outputs]
==> ./design.v <==
`timescale 1ns / 1ps
module fetch(
	input clk,
	input pcSrc,
	input [31:0]branchAddr,
	output wire [31:0]adderOutput,
	output reg [31:0]instruction
    );
	reg [31:0]insMem[1023:0];
	reg [31:0]pc;
	integer i;
	initial
	begin
		pc=0;
		instruction = insMem[pc];
		for(i=0;i<1024;i=i+1)
		begin
			insMem[i]=i+4;
		end
	end
	always @(posedge clk)
	begin
		instruction = insMem[pc];
		if(pcSrc)
		begin
			pc = branchAddr;
		end
		else
		begin
			pc = adderOutput;
		end
	end
	assign adderOutput = pc + 1;
endmodule
==> flow_metrics.tcl <==
# flow metrics
set metrics [dict create \
    status "finished, final reports clean" \
    p_int_uw 452 \
    p_sw_share_pct 24.9 \
    track_usage_pct 13.9 \
    hpwl_mm 4.36 \
    fin_cells 446 \
    top_area_cell "dfxtp_1" \
    tool_warnings 26 \
    grt_pass1_vias 1885 \
    reg2reg_slack_ns 6.09 \
    worstPathRequired_ns 6.64 \
    finalHoldViolations 0 \
    synth_seq_share_pct 35.9 \
    htreeDepth 2 \
    top_usage_layer "met1" \
    routedWlPerCell_um 13.0 \
    path_max_fanout 10 \
    yosysWarnings 0 \
    fin_util_pct 42.5 \
    critPathCapture "adderOutput[22]" \
    fp-row-count 32 \
    ys_types 44 \
    place_congestion 0.816 \
    cap_violations 0 \
    maxSlewViolCount 0 \
    vias_per_cell 4.73 \
    grt_max_degree 37 \
    synth_flop_count 43 \
    power_uw 601 \
    use_met2_pct 20.7 \
    clkPwrFrac_pct 32.1 \
    whs_path_depth 0 \
    async_flop_share_pct 0 \
    dieArea_um2 8350 \
    ff_type "dfxtp_1" \
    cts-root-buf "clkbuf_8" \
    grt_pass1_wl_mm 9.25 \
    drive_gt1_share_pct 9.59 \
    worst_slew_pin_slew_ns 0.695 \
    period_needed_ns 4.40 \
    crit_path_start "pc[2]" \
    worstReg2RegStart "pc[2]" \
    use_met3_pct 2.30 \
    top_cell_area_share_pct 35.9 \
    cts.clk_slew.worst_paths_ns 0.09 \
    finalSetupViolations 0 \
    r2r_end "pc[24]" \
    ys_chip_area_um2 2400 \
    synth_cells 273 \
    rsz0062_at_grt "false" \
    pin_count 98 \
    overflow 0 \
    seqPwrFrac_pct 44.2 \
    cts_tree "done" \
    r2r_cells 5 \
    slew_headroom_pct 53.3 \
    gr-usage-met1_pct 22.1 \
    synth_area_um2 2400 \
    min_path_type "reg2reg" \
    p_leak_uw 0.00125 \
    dr.pass1.iters 6 \
    placedCellCount 438 \
    initCoreUtil_pct 31.0 \
    cts_inserted_buffers 5 \
    drtAntennaViolNets 0 \
    worst_setup_path_start_kind "register" \
    ctsHoldBuffers 0 \
    yosys-top-cells-area "dfxtp_1 36%, buf_4 6.6%, mux2_2 6.6%, nand2_1 4.1%, nor2_1 3.3%" \
    synth_area_per_cell_um2 8.78 \
    dr_total_vias 2108 \
    drt_iter0_markers 132 \
    cts.path.max_buffers 2 \
    endpoint_kind "output pin" \
    edf_count 0 \
    worstSetupPathType "reg2out" \
    peakVddDrop_v 0.0000787 \
    io_buffers 76 \
    yosysCellCount 273 \
    common_cells "43 x dfxtp_1, 26 x nand2_1, 21 x buf_4, 21 x nor2_1, 14 x mux2_2" \
    areaGrowthSynthToFinish_pct 37.1 \
    coreArea_um2 7730 \
    p_comb_share_pct 23.8 \
    switchingPower_uw 149 \
    skew_ns 0.00730 \
    n_antenna_cell 0 \
    totalWireLength_mm 5.81 \
    clkLatencyLatePin_ns 0.29 \
    arrival_ns 2.74 \
    post-route-drc-count 0 \
    p_per_area_nw_per_um2 183 \
    postCtsSetupRepairBufs 0 \
    antenna_found_initial 0 \
    cts_resized 0 \
    yosysMostFrequentCell "dfxtp_1" \
    fmax_ghz 0.227 \
    die_y_um 91.4 \
    numClockSinks 43 \
    die_w_um 91.4 \
    fin_setup_tns_ns 0 \
    fin_crit_sh_pct 53.1 \
]
layout by cell type, fill, tap and decap left out, types with 3 or more instances in the layout:
cell type	count
clkdlybuf4s50_1	76
dfxtp_1	43
nand2_1	26
nor2_1	21
conb_1	21
mux2_2	14
nand3_1	13
a31oi_1	12
o31ai_1	9
xnor2_1	9
nand4_1	8
xor2_1	8
and4_1	7
inv_1	6
o21ai_0	6
clkbuf_8	5
and3_1	4
o31a_1	4
nor4_1	4
and2_1	3
nor4_2	3
nand4b_1	3
or4_1	3
nor3_1	3
a21oi_1	3
nor2b_1	3
a221o_1	3
ha_1	3
layout make-up:
type	count	area [µm²]
Clock buffer	5	68.8
Fill cell	773	4440
Sequential cell	43	861
Inverter	7	26.3
Tap cell	102	128
Clock inverter	3	67.6
Multi-Input combinational cell	210	1380
Timing Repair Buffer	76	761
per-stage QoR:
stage / area, µm² / hold WS (ns) / worst slack [ns]
global placement: 3150 / 0.375 / 4.30
CTS: 3290 / 0.399 / 3.88
floorplan: 2470 / 0.368 / 5.00
finish: 3290 / 0.395 / 3.90
global route: 3290 / 0.410 / 3.67
detailed placement: 3150 / 0.385 / 4.22
flip-flops by register name (all words and copies together), names as in the netlist:
| name | cells |
|---|---|
| instruction | 11 |
| pc | 32 |
kinds of logic after synthesis:
group | share of synthesized area (%)
compound gates | 11.2
xor+xnor | 6.21
fa+ha+maj | 1.57
buf+inv | 9.86
flops | 35.9
mux | 6.58
other cells | 0.156
simple gates | 28.5
critical path, cell delays in order, from the launching register on:
cell	delay, ns
dfxtp_1	0.43
ha_1	0.30
and4_1	0.36
nand4_2	0.30
or4_1	0.52
nand2_1	0.09
clkdlybuf4s50_1	0.45
power groups by stage:
stage | Sequential (µW) | Clock [µW] | Combinational [µW]
6_report | 265 | 193 | 143
5_1_grt | 271 | 207 | 160
4_1_cts | 266 | 198 | 145
worst min-delay path by stage:
stage	startpoint	end	slack, ns
finish	pc[1]	instruction[1]	0.40
global route	pc[1]	instruction[1]	0.41
CTS	pc[1]	instruction[1]	0.40
routing by layer:
layer / vias up / part of all wire [%]
li1: 1090 / -
met1: 938 / 50
met2: 78 / 43
met3: 2 / 6.1
met4: 0 / 0.64
met5: - / 0
Power figures rest on the tool's default switching activity, not on a simulated workload.
