==> config.mk <==
export PLATFORM = sky130hd
export DESIGN_NAME = execution
export DESIGN_NICKNAME = execution
export VERILOG_FILES = /design/flow/design.v
export SDC_FILE = /design/flow/constraint.sdc
export NUM_CORES = 4
export LEC_CHECK = 1
export CORE_UTILIZATION = 50
==> constraint.sdc <==
current_design execution

set clk_period 13.8
set clk_io_pct 0.2

create_clock -name clk0 -period $clk_period

set non_clock_inputs [all_inputs -no_clocks]
set_input_delay [expr $clk_period * $clk_io_pct] -clock clk0 $non_clock_inputs
set_output_delay [expr $clk_period * $clk_io_pct] -clock clk0 [all_outputs]
==> run.sh <==
#!/bin/bash
# OpenROAD 26Q1-2900-gdf79404cd8, Yosys 0.63+post, stock flow scripts
make -C /OpenROAD-flow-scripts/flow DESIGN_CONFIG=/design/flow/config.mk WORK_HOME=/design/flow/orfs finish
==> design.v <==
`timescale 1ns / 1ps
module execution(
	input clk,
	input [1:0]aluOp,
	input aluSrc,
	input regDst,
	input [31:0]readData1,
	input [31:0]readData2,
	input [4:0]dstReg1,
	input [4:0]dstReg2,
	input [29:0]pc,
	input [29:0]signExt,
	output reg zero,
	output reg [29:0] branchdst,
	output reg [31:0] aluRes,
	output reg [4:0] destReg
    );
	initial
	begin
		branchdst = 0;
		zero = 0;
		aluRes = 0;
		destReg = 0;
	end
	reg [2:0]aluControlInp;
	reg [31:0]aluSrcAns;
	always @(*)
	begin
		if(aluOp == 0)
		begin
			aluControlInp = 3'b010;
		end
		if(aluOp == 1)
		begin
			aluControlInp = 3'b110;
		end
		if(aluOp == 2)
		begin
			if(signExt[5:0]== 6'b100000)
			begin
				aluControlInp = 3'b010;
			end
			if(signExt[5:0]== 6'b100010)
			begin
				aluControlInp = 3'b110;
			end
			if(signExt[5:0]== 6'b100100)
			begin
				aluControlInp = 3'b000;
			end
			if(signExt[5:0]== 6'b100101)
			begin
				aluControlInp = 3'b001;
			end
			if(signExt[5:0]== 6'b101010)
			begin
				aluControlInp = 3'b111;
			end
		end
	end
	always @(*)
	begin
		branchdst = pc + (signExt);
		if(regDst)
		begin
			destReg = dstReg2;
		end
		else
		begin
			destReg = dstReg1;
		end
		if(aluSrc)
		begin
			aluSrcAns = (signExt);
		end
		else
		begin
			aluSrcAns = readData2;
		end
	end
	always @(*)
	begin
		if(aluControlInp == 2)
		begin
			aluRes = readData1 + aluSrcAns;
		end
		if(aluControlInp == 6)
		begin
			aluRes = readData1 - aluSrcAns;
		end
		if(aluControlInp == 0)
		begin
			aluRes = readData1 & aluSrcAns;
		end
		if(aluControlInp == 1)
		begin
			aluRes = readData1 | aluSrcAns;
		end
		if(aluControlInp == 7)
		begin
			aluRes = (readData1 < aluSrcAns)? 1: 0;
		end
		if(aluOp == 3)
		begin
			aluRes = 32'bx;
		end
	end
	always @(aluRes)
	begin
		zero = (aluRes != 32'b 0)? 0:1;
	end
endmodule
==> impl_metrics.env <==
# physical design summary
export IMPL_synth_async_reset_ratio=0
export IMPL_rows=45
export IMPL_worst_path_buf_inv=3
export IMPL_worst_hold_slack_ps=6550
export IMPL_wl_um=23200
export IMPL_die_height_um=128
export IMPL_core_um2=15300
export IMPL_timing_final_max_slew_violations=0
export IMPL_wp_data_required_ps=11040
export IMPL_dr_first_iter_drc_count=563
export IMPL_syn_area_per_cell_um2=7.21
export IMPL_cp_max_fo=5
export IMPL_synth_edff_count=0
export IMPL_antenna_found_initial=0
export IMPL_maxCapViolCount=0
export IMPL_common_cells="ha_1 (146), a21oi_1 (104), inv_1 (94)"
export IMPL_final_util=0.656
export IMPL_final_period_utilization=0.687
export IMPL_ys_cells=1092
export IMPL_wirelength_met1_um=11700
export IMPL_grt_start_max_net_pins=71
export IMPL_critPathCaptureType="output port"
export IMPL_drive_gt1_frac=0.0414
export IMPL_routed_top_layer="met4"
export IMPL_worst_slew_margin_rel=0.517
export IMPL_synth_ff_latch_count=35
export IMPL_synthDominantAreaCellType="ha_1"
export IMPL_untimed_endpoints=68
export IMPL_drt_pre_antenna_iters=7
export IMPL_critical_path_max_stage_delay_ps=560
export IMPL_grt_first_pass_wirelength_um=37100
export IMPL_die_width_um=128
export IMPL_top_area_frac=0.232
export IMPL_finalSetupTns_ps=0
export IMPL_route_vias_total=8302
export IMPL_yosysChipArea_um2=7880
export IMPL_cts_setup_buffers=0
export IMPL_global_route_usage_total=0.285
export IMPL_power_density_normalized_to_cell_area_nw_per_um2=44.9
export IMPL_viasPerCell=5.66
export IMPL_p_leak_nw=4.58
export IMPL_synthesis_area_um2=7880
export IMPL_fp_util=0.514
export IMPL_post_synth_main_area_contributors="ha_1 (23%), dlxtn_1 (6.7%), a21oi_1 (6.6%), xnor2_1 (4.6%), inv_1 (4.5%)"
export IMPL_period_minus_slack_ps=9490
export IMPL_placed_area_um2=10100
export IMPL_final_design_area_no_fill_um2=10100
export IMPL_max_freq_mhz=105
export IMPL_yosys_warnings=4
export IMPL_drt_drc_violations_left=0
export IMPL_crit_chain="clkdlybuf4s50_1 -> ha_1 -> inv_1 -> fa_1 -> nor2b_1 -> o31a_1 -> o2111ai_1 -> o21ai_1 -> o2111a_1 -> a31oi_1 -> a21oi_1 -> a41o_1 -> a21oi_1 -> xnor2_1 -> clkdlybuf4s50_1"
export IMPL_worstSetupStartpointType="primary input"
export IMPL_route_met2_wl_um=9990
export IMPL_gp_congestion=0.962
export IMPL_grt_setup_unrepaired="no"
export IMPL_result_of_the_run="complete, no violations"
export IMPL_cp_top_family="AND-OR/OR-AND gates"
export IMPL_dpl_hpwl_um=18900
export IMPL_area_growth_syn_to_layout_pct=27.6
export IMPL_cts_resized_gates=0
export IMPL_first_global_vias=7449
export IMPL_finish_stage_setup_viols=0
export IMPL_ir_drop_mv=0.0260
export IMPL_i_o_buffers=206
export IMPL_final_hold_viol_count=0
export IMPL_synth_cells=1092
export IMPL_unclocked_regs=35
export IMPL_cts_hold_buffers=0
export IMPL_post_drt_wl_per_cell_um=15.8
export IMPL_worst_pin_slew_ps=722
export IMPL_io_pins=207
export IMPL_tool_warnings=119
export IMPL_power_uw=451
export IMPL_die_area_um2=16300
export IMPL_grt_ovfl_total=0
export IMPL_synth_main_ff_cell="dlxtn_1"
export IMPL_cpMaxStageDelayCell="clkdlybuf4s50_1"
export IMPL_drt_antenna_violating_nets=0
export IMPL_antenna_diode_count=0
export IMPL_worstSetupPathType="primary input to output port"
export IMPL_hold_path_class="primary input to output port"
export IMPL_met3WireLength_um=1220
export IMPL_crit_arrival_ps=6730
export IMPL_yosys_cell_types_count=89
export IMPL_synth_dominant_cell_count="ha_1"
-- flip-flops by register name, indices dropped and copies added, names as in the netlist --
register,cells
aluControlInp,3
aluRes,32
-- metrics by stage --
| stage | worst slack (ps) | instances |
|---|---|---|
| after global routing | 4060 | 1467 |
| after CTS | 4310 | 1467 |
| after global placement | 4330 | 1467 |
| after floorplan | 6070 | 1092 |
| final | 4310 | 1467 |
| after detailed placement | 4350 | 1467 |
-- per-layer routing --
metal	vias to the layer above	GRT usage
met5	-	0
met2	264	0.450
met3	20	0.0235
met1	3757	0.437
li1	4261	-
met4	0	0.0301
-- power by group --
| group | total [mW] | leakage [nW] | internal [mW] | switching, mW |
|---|---|---|---|---|
| sequential | 0.00930 | 0.280 | 0.00877 | 0.000525 |
| combinational | 0.442 | 4.30 | 0.217 | 0.225 |
| clock | 0 | 0 | 0 | 0 |
| total | 0.451 | 4.58 | 0.226 | 0.225 |
-- placed cells by master (no fill, tap or decap), types with 15 or more instances in the layout --
| master | netlist | routed |
|---|---|---|
| a21o_1 | 28 | 28 |
| a21oi_1 | 104 | 103 |
| clkdlybuf4s50_1 | 0 | 205 |
| dlxtn_1 | 35 | 34 |
| ha_1 | 146 | 146 |
| inv_1 | 94 | 94 |
| mux2i_1 | 34 | 34 |
| nand2_1 | 83 | 83 |
| nand2b_1 | 21 | 21 |
| nand3_1 | 17 | 17 |
| nor2_1 | 81 | 81 |
| nor3_1 | 15 | 15 |
| nor4_1 | 16 | 16 |
| o21ai_0 | 68 | 68 |
| xnor2_1 | 41 | 41 |
| xor2_1 | 24 | 24 |
-- cell type report --
| class | count | area, um^2 |
|---|---|---|
| Timing Repair Buffer | 214 | 2120 |
| Tap cell | 211 | 264 |
| Multi-Input combinational cell | 913 | 6790 |
| Inverter | 94 | 353 |
| Fill cell | 1424 | 5260 |
| Sequential cell | 35 | 527 |
-- cell families (layout without fill, tap and decap cells) --
kind of cell | after synthesis | count (layout) | share of synthesized area
AOI/OAI and AO/OA | 364 | 364 | 0.315
xor gates and xnor gates | 65 | 65 | 0.0723
adders and majority gates | 149 | 149 | 0.240
buffers and inverters | 144 | 308 | 0.0713
latches | 35 | 35 | 0.0667
muxes | 40 | 40 | 0.0518
and+or+nand+nor | 295 | 295 | 0.183
-- worst paths after layout --
| kind | from | endpoint | slack (ps) | cells after the start |
|---|---|---|---|---|
| worst min-delay path | dstReg1[3] | destReg[3] | 6550 | 3 |
| worst max-delay path | signExt[0] | branchdst[28] | 4310 | 15 |
No activity file was given, so power comes from the tool's default toggle rates.
